==> flow/design.v <==
module ALU
  #(parameter BUS_WIDTH = 8)
  (input [BUS_WIDTH-1:0] a,
   input [BUS_WIDTH-1:0] b,
   input carry_in,
   input [3:0] opcode,
   output reg [BUS_WIDTH-1:0] y,
   output reg carry_out,
   output reg borrow,
   output zero,
   output parity,
   output reg invalid_op
  );
  localparam OP_ADD = 1;  
  localparam OP_ADD_CARRY = 2;  
  localparam OP_SUB = 3;  
  localparam OP_INC = 4;  
  localparam OP_DEC = 5;  
  localparam OP_AND = 6;  
  localparam OP_NOT = 7;  
  localparam OP_ROL = 8;  
  localparam OP_ROR = 9;  
  always @(*) begin 
    y=0; carry_out=0; borrow=0; invalid_op=0;
    case(opcode)
      OP_ADD       : {carry_out,y}= a + b;
      OP_ADD_CARRY : {carry_out,y}= a + b + carry_in;
      OP_SUB       : {borrow,y}= a - b;
      OP_INC       : {carry_out,y}= a + 1'b1;
      OP_DEC       : {borrow,y}= a - 1'b1;
      OP_AND       : y= a & b;
      OP_NOT       : y= ~a;
      OP_ROL       : y={a[BUS_WIDTH-2:0], a[BUS_WIDTH-1]};
      OP_ROR       : y={a[0],a[BUS_WIDTH-1:1]};
      default      : invalid_op = 1;
    endcase 
  end
  assign parity = ^y;
  assign zero = (y==0);
endmodule 
==> flow/run.sh <==
#!/bin/bash
# OpenROAD 26Q1-2900-gdf79404cd8, Yosys 0.63+post, stock flow scripts
make -C /OpenROAD-flow-scripts/flow DESIGN_CONFIG=/design/flow/config.mk WORK_HOME=/design/flow/orfs finish
==> flow/config.mk <==
export PLATFORM = sky130hd
export DESIGN_NAME = ALU
export DESIGN_NICKNAME = ALU
export VERILOG_FILES = /design/flow/design.v
export SDC_FILE = /design/flow/constraint.sdc
export NUM_CORES = 4
export LEC_CHECK = 1
export CORE_AREA = 10 10 96 96
export DIE_AREA = 0 0 106 106
==> flow/constraint.sdc <==
current_design ALU

set clk_period 7.4
set clk_io_pct 0.2

create_clock -name clk0 -period $clk_period

set non_clock_inputs [all_inputs -no_clocks]
set_input_delay [expr $clk_period * $clk_io_pct] -clock clk0 $non_clock_inputs
set_output_delay [expr $clk_period * $clk_io_pct] -clock clk0 [all_outputs]
==> results.cfg <==
; yosys + openroad results
[global_routing]
grt_antenna_before_repair = 0
grt_usage_pct = 10.1
grt.overflow.total = 0
grt_pass1_vias = 1818
grt_max_degree = 16
grt_pass1_wl_um = 9610

[setup_path]
path_delay_family = buffers and inverters
startpoint = a[1]
critPathArrivalTime_ns = 5.42
path_common_cell = xnor2_1
required_ns = 5.92
crit_path_end_kind = output port
critPathMaxStageDelay_ns = 0.68
crit_type = in2out
endpoint = parity
crit_chain = clkdlybuf4s50_1 -> inv_1 -> fa_1 -> o21bai_1 -> a21oi_1 -> xnor2_1 -> nor4b_2 -> xor2_1 -> a211oi_1 -> ha_1 -> xnor2_1 -> xnor2_1 -> clkdlybuf4s50_1
cpMaxStageDelayCell = clkdlybuf4s50_1
crit_buf_inv = 3
crit_path_max_fanout = 10
start_kind = primary input
cp_num_cells = 13

[drt]
vias = 2020
wl_met3_um = 220
dr.pass1.iters = 4
detail_route.antenna_diodes = 0
ant_nets = 0
drt_iter0_markers = 140
routedWlPerCell_um = 15.1
wl_um = 5990
m1WireLength_um = 2780
top_layer_used = met3
drc = 0
wl_met2_um = 2990
viasPerCell = 5.10

[worst_hold_path]
hold_start = b[7]
min_path_type = in2out

[synth]
syn_inst = 273
ys_seq_share_pct = 0
syn_area_um2 = 1880
synth.distinct_cells = 64
top_cells_by_area = ha_1 16%, a21oi_1 6.4%, xnor2_1 5.6%
synth_stat.cells = 273
ys_area_um2 = 1880
most_common_cell = nor2_1
avgSynthCellArea_um2 = 6.89
top_area_share_pct = 16.0
top_cells_by_count = 26 x nor2_1, 24 x a21oi_1, 24 x ha_1
synth_top_cell_by_area = ha_1
ys_warn_count = 1

[cells_and_area]
clkbuf_count = 0
area_growth_pct = 22.7
sequential_cell_area_um2 = 0
drive_gt1_share_pct = 7.07
fillers = 787
flops = 0

[final_timing]
fmax_mhz = 145
maxSlewViolCount = 0
finalSetupViolCount = 0
tightest_slew_ns = 0.570
setup_ws_ns = 0.505
tns_ns = 0
maxSlewHeadroom_pct = 61.9
hold_ws_ns = 4.05
hold_viol_final = 0
grt_setup_unrepaired = false
fin_crit_ns = 6.90
min_period_over_period_pct = 93.2

[power]
pwr-share-comb_pct = 100.0
pwr-share-seq_pct = 0
clkPwrFrac_pct = 0
p_per_area_nw_per_um2 = 80.0
switching_share_pct = 50.7
p_leak_uw = 0.000942
worst_ir_drop_vdd_v = 0.0000743
cellInternalPower_uw = 91.2
p_switching_uw = 93.6

[die]
die_h_um = 106
dieArea_um2 = 11200
rows = 31
fp_util_pct = 26.1
io_pins = 34
dieWidth_um = 106
core_area_um2 = 7210

[cts]
postCtsHoldBufs = 0
cts_resized = 0
cts_setup_buffers = 0

[place]
place_congestion = 0.917
dp_hpwl_um = 5090
place_ws_ns = 0.541
port_buffers = 34

[run_status]
status = finished, final reports clean

[run]
maxCapViolations = 0
log.warning_count = 41
-- logic make-up after synthesis --
kind of cell	Yosys count	synth area share (%)
XOR/XNOR	21	10.6
AND-OR/OR-AND	86	31.9
buffers and inverters	36	7.71
AND/OR/NAND/NOR	96	27.4
adder cells (fa/ha/maj)	26	18.1
multiplexers	8	4.32
-- how the worst min path moves through the flow --
stage / slack, ns / to / depth (start not counted)
global route: 4.11 / borrow / 5
finish: 4.05 / borrow / 5
CTS: 4.08 / borrow / 5
-- metrics by stage --
stage	instance area (µm²)	power (µW)	std cells	utilization (%)
global route	2310	204	396	32.0
detailed placement	2310	185	396	32.0
floorplan	1880	118	273	-
finish	2310	185	396	32.0
CTS	2310	186	396	32.0
global placement	2310	186	396	32.0
-- layout make-up --
cell class,instances,area [µm²],share of cell area (%)
well taps,99,124,5.36
inverters,23,86.3,3.74
multi-input cells,237,1740,75.2
repair buffers,37,363,15.7
-- per-layer routing --
| layer | global-route usage (%) | up-vias |
|---|---|---|
| met5 | 0 | - |
| met1 | 13.9 | 926 |
| met3 | 0.367 | 0 |
| li1 | - | 1040 |
| met2 | 17.9 | 54 |
| met4 | 0.387 | 0 |
-- power by group through the flow --
stage	logic, µW	clock network, µW	registers, µW
finish	185	0	0
CTS	186	0	0
global route	204	0	0
-- placed cells by master (no fill, tap or decap), types with 5 or more instances in the layout --
cell type	count
nand2b_1	6
clkdlybuf4s50_1	34
mux2i_1	7
inv_1	22
xor2_1	7
xnor2_1	12
o21ai_0	13
a221oi_1	5
nand3_1	10
nor2b_1	5
nand2_1	20
ha_1	24
nor2_1	26
a21oi_1	24
Power is estimated from default activity; no workload was simulated.
