**flow/design.v**
```verilog
module half_adder_structural(
  input a,
  input b,
  output sum,
  output carry
);
  xor xor1(sum,a,b);
  and and1(carry,a,b);
endmodule
module full_adder_structural(
  input a,
  input b,
  input carry_in, 
  output sum,
  output carry_out 
);
  wire sum1;
  wire carry1;
  wire carry2;
  half_adder_structural HA1 (
    .a(a),
    .b(b),
    .sum(sum1),
    .carry(carry1)
  );
    half_adder_structural HA2 (
      .a(sum1),
      .b(carry_in),
      .sum(sum),
      .carry(carry2)
  );
  or (carry_out,carry1,carry2);
endmodule
module ripple_adder_4bit_structural(
  input [3:0] a,
  input [3:0] b,
  input carry_in,
  output [3:0] sum,
  output carry_out
);
  wire [2:0] c;
  full_adder_structural FA1(
    .a(a[0]),
    .b(b[0]),
    .carry_in(carry_in),
    .sum(sum[0]),
    .carry_out(c[0])
  );
  full_adder_structural FA2(
    .a(a[1]),
    .b(b[1]),
    .carry_in(c[0]),
    .sum(sum[1]),
    .carry_out(c[1])
  );
  full_adder_structural FA3(
    .a(a[2]),
    .b(b[2]),
    .carry_in(c[1]),
    .sum(sum[2]),
    .carry_out(c[2])
  );
  full_adder_structural FA4(
    .a(a[3]),
    .b(b[3]),
    .carry_in(c[2]),
    .sum(sum[3]),
    .carry_out(carry_out)
  );
endmodule
```
**flow/constraint.sdc**
```tcl
current_design ripple_adder_4bit_structural

set clk_period 5.0
set clk_io_pct 0.2

create_clock -name clk0 -period $clk_period

set non_clock_inputs [all_inputs -no_clocks]
set_input_delay [expr $clk_period * $clk_io_pct] -clock clk0 $non_clock_inputs
set_output_delay [expr $clk_period * $clk_io_pct] -clock clk0 [all_outputs]
```
**flow/run.sh**
```bash
#!/bin/bash
# OpenROAD 26Q1-2900-gdf79404cd8, Yosys 0.63+post, stock flow scripts
make -C /OpenROAD-flow-scripts/flow DESIGN_CONFIG=/design/flow/config.mk WORK_HOME=/design/flow/orfs finish
```
**flow/config.mk**
```make
export PLATFORM = sky130hd
export DESIGN_NAME = ripple_adder_4bit_structural
export DESIGN_NICKNAME = ripple_adder_4bit_structural
export VERILOG_FILES = /design/flow/design.v
export SDC_FILE = /design/flow/constraint.sdc
export NUM_CORES = 4
export LEC_CHECK = 1
export CORE_AREA = 10 10 70 70
export DIE_AREA = 0 0 80 80
```
==> out/results.ini <==
[run_status]
outcome=finished clean

[route]
postRouteAntennaNets=0
viasPerCell=1.81
antenna_cells=0
drcViolationCount=0
drtIter0Drc=0
dr_total_vias=134
first_pass_iters=1
wire_per_inst_um=6.07
totalWireLength_um=449

[synth]
ys_warn_count=0
yosys-stat-area_sq_um=148
ys_seq_share_pct=0
ys_sh_adder_pct=54.2
mux_area_share_pct=0
simple_gate_share_pct=0
synth_cell_type_count=3
synth_stat.cells=18
yosys.area_share.xor_xnor_pct=0
netlist_area_sq_um=148
compound_area_share_pct=0
topCellsByArea=fa_1, inv_1, buf_4
syn_area_per_cell_sq_um=8.20
synthCells=18
synth.logic.top_family=adder cells
synth.top_cell.area_share_pct=54.2
synth_area_leader_cell=fa_1

[layout]
flops=0
nClkBuffers=0
final_util_pct=9.23
regArea_sq_um=0
layout-drive-gt1-share_pct=0
num-fill-cells=408
final_cell_mix=clkdlybuf4s50_1, inv_1, fa_1
lay_top_count=clkdlybuf4s50_1
area_growth_pct=114

[pwr]
p_leak_uw=0.000137
peakVddDrop_v=0.0000226
powerDensity_nw_per_um2=90.9

[worst_setup_path]
worstPathRequired_ns=4.00
path_class=primary input to output port
worstPathArrival_ns=3.46
endpoint_kind=output port
cp_max_fo=1
worst_setup_path_start_kind=primary input
crit_start=a[0]

[min_path]
holdPathEnd=sum[3]
hp-start=b[3]
hp-class=primary input to output port
whs_path_depth=5

[timing]
hold_viol=0
finalSetupTns_ns=0
finalClockPeriodUsage_pct=89.2
relSlewSlack_pct=93.0
maxSlewViolCount=0
finalSetupViolations=0
min_period_ns=4.46
fmax_mhz=224
worst_slew_pin_slew_ns=0.105
holdWs_ns=3.05
rsz0062_at_grt=no

[global_routing]
grt_pass1_wl_um=710
grtUsageTotal_pct=1.39
grt_pass1_vias=162
gr-total-overflow=0
antenna_found_initial=0
grt_max_degree=2

[placement]
hpwlAfterDp_um=450
gp_congestion=0.795
io_buffers=14

[flow_run]
warnings=32
drv_cap=0

[clocking]
post_cts_buffers=0
cts_hold_buf=0
cts-resized-gates=0

[floorplan]
dieWidth_um=80
ios=14
core_area_sq_um=3420
dieArea_sq_um=6400
num_rows=21
die_y_um=80
fp_util_pct=4.32

==> layer usage <==
layer	up-vias	wire length (um)	part of all wire (%)	global-route usage, %
met5	-	0	0	0
met4	0	0	0	0
met3	0	82	18	0.795
met2	14	111	25	1.77
met1	60	255	57	2.07
li1	60	-	-	-
==> power by group <==
part / internal, uW / total (uW) / switching (uW)
clock: 0 / 0 / 0
combinational: 20.5 / 28.7 / 8.12
sequential: 0 / 0 / 0
total: 20.5 / 28.7 / 8.12
==> logic make-up after synthesis <==
logic type	count (synthesis)
adders and majority gates	4
buffers and inverters	14
==> cells in the mapped netlist <==
library cell	instances
inv_1	10
buf_4	4
fa_1	4
==> how the worst max path moves through the flow <==
stage | end | cells past startpoint
4_1_cts | sum[3] | 10
5_1_grt | sum[3] | 10
6_report | sum[3] | 10
==> stage by stage <==
stage | power [uW] | worst slack [ns] | instances | cell area [sq um]
2_1_floorplan | 13.7 | 1.42 | 18 | 148
3_3_place_gp | 29.0 | 0.538 | 74 | 315
3_5_place_dp | 29.6 | 0.504 | 74 | 315
4_1_cts | 29.8 | 0.489 | 74 | 315
5_1_grt | 32.6 | 0.383 | 74 | 315
6_report | 28.7 | 0.541 | 74 | 315
==> area by class of cell <==
type	instances	area, sq um	share of cell area [%]
multi-input cells	4	80.1	25.4
inverters	10	37.5	11.9
well taps	46	57.6	18.3
repair buffers	14	140	44.4
==> critical path, cell delays in order <==
cell,delay (ns)
clkdlybuf4s50_1,0.40
inv_1,0.08
fa_1,0.17
inv_1,0.05
fa_1,0.40
fa_1,0.37
inv_1,0.07
fa_1,0.40
inv_1,0.06
clkdlybuf4s50_1,0.46
Power is estimated from default activity; no workload was simulated.
