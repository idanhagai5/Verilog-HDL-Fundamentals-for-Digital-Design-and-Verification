[flow/run.sh]
#!/bin/bash
# OpenROAD 26Q1-2900-gdf79404cd8, Yosys 0.63+post, stock flow scripts
make -C /OpenROAD-flow-scripts/flow DESIGN_CONFIG=/design/flow/config.mk WORK_HOME=/design/flow/orfs finish
[flow/config.mk]
export PLATFORM = sky130hd
export DESIGN_NAME = decoder_4to16
export DESIGN_NICKNAME = decoder_4to16
export VERILOG_FILES = /design/flow/design.v
export SDC_FILE = /design/flow/constraint.sdc
export NUM_CORES = 4
export LEC_CHECK = 1
export CORE_AREA = 10 10 70 70
export DIE_AREA = 0 0 80 80
[flow/constraint.sdc]
current_design decoder_4to16

set clk_period 1.0
set clk_io_pct 0.2

create_clock -name clk0 -period $clk_period

set non_clock_inputs [all_inputs -no_clocks]
set_input_delay [expr $clk_period * $clk_io_pct] -clock clk0 $non_clock_inputs
set_output_delay [expr $clk_period * $clk_io_pct] -clock clk0 [all_outputs]
[flow/design.v]
module decoder_3to8(
  input [2:0] a,
  input enable,
  output reg [7:0] y
);
  always @(*) begin
    if (enable==0)
      y=0;
    else
      y=(1<<a);
  end
endmodule
module decoder_4to16(
  input [3:0] a,
  output [15:0] d
);
  decoder_3to8 DECODER1(
    .a(a[2:0]),
    .enable(~a[3]),
    .y(d[7:0])
  );
   decoder_3to8 DECODER2(
    .a(a[2:0]),
    .enable(a[3]),
     .y(d[15:8])
  );
endmodule
==> impl_metrics.yaml <==
# synthesis and place-and-route metrics
yosys:
  syn_inst: 20
  synth_area_um2: 277
  synth.distinct_cells: 7
  yosysChipArea_um2: 277
  ys_warn_count: 1
  ys_seq_share_pct: 0
  yosys-stat-cells: 20
  syn_area_per_cell_um2: 13.8
timing:
  slew_viol_final: 0
  period_needed_ns: 1.19
  rsz0062_at_grt: "true"
  max_freq_ghz: 0.838
  worstMarginPinSlew_ns: 0.194
  hold_violations: 0
  hold_ws_ns: 0.743
  relSlewSlack_pct: 87.0
  layout_setup_ws_ns: -0.193
  finalClockPeriodUsage_pct: 119
  final-setup-viol-count: 12
placement:
  dp_hpwl_um: 736
  placed_cell_area_um2: 579
  io_buffers: 20
  gp_congestion: 0.648
run_status:
  status: "finished with violations"
  violations: "negative setup slack"
global_route:
  grt-ovfl-total: 0
  grt_max_degree: 9
  grt_usage_pct: 3.05
  antenna_found_initial: 0
  grt_pass1_vias: 321
  grt_pass1_wl_um: 1620
drt:
  drt_iter0_markers: 1
  diodes: 0
  antenna_left: 0
  vias_per_cell: 3.07
  wirelength_um: 1040
  dr.pass1.iters: 2
  drt-wirelength-per-cell_um: 10.3
  via_count: 310
  drc: 0
floorplan:
  chipArea_um2: 6400
  initial_core_util_pct: 8.10
  core_area_um2: 3420
  ios: 20
  dieWidth_um: 80
  die_height_um: 80
  rows: 21
worst_setup_path:
  worst_ep_arrival_time_ns: 0.99
  cp.required_ns: 0.80
  cp-startpoint: "a[2]"
  crit_type: "primary input to primary output"
  crit_end: "d[8]"
  cp_max_fo: 4
  cp-end-kind: "primary output"
  start_kind: "primary input"
final_layout:
  fin_area_um2: 683
  regArea_um2: 0
  layout-drive-gt1-share_pct: 83.6
  nFlopsAndLatches: 0
  syn_to_final_growth_pct: 147
  fill_cells: 374
  nClkBuffers: 0
power_and_ir_drop:
  ir_drop_mv: 0.139
  p_leak_nw: 0.338
  powerDensity_nw_per_um2: 326
min_path:
  min_path_type: "primary input to primary output"
job:
  warning_count: 34
  maxCapViolCount: 0
[synthesized netlist by cell type]
library cell,n,share of area [%]
and4b_1,4,14
and4bb_1,4,18
buf_6,4,16
nor4b_4,4,34
and4bb_2,2,9.0
and4_1,1,3.2
nor4_2,1,4.5
[kinds of logic (layout without fill, tap and decap cells)]
logic type	count (synthesis)	after routing	share of synthesized area, %
buf+inv	4	39	16.3
simple gates	16	16	83.7
[layer usage]
layer	track usage, %	vias up	wire length (um)
li1	-	160	-
met1	5.34	131	628
met2	3.21	19	289
met3	1.25	0	119
met4	0	0	0
met5	0	-	0
[through the flow]
stage / power, W / utilization (%) / setup WS, ns / std cells / TNS [ns]
2_1_floorplan: 0.0000716 / - / 0.255 / 20 / 0
3_3_place_gp: 0.000158 / 17.0 / -0.823 / 89 / -12.68
3_5_place_dp: 0.000160 / 17.0 / -0.837 / 89 / -12.73
4_1_cts: 0.000218 / 19.8 / -0.244 / 100 / -1.88
5_1_grt: 0.000239 / 20.0 / -0.231 / 101 / -1.53
6_report: 0.000223 / 20.0 / -0.193 / 101 / -1.02
[worst max-delay path, stage by stage]
cell	delay, ns
buf_8	0.10
buf_12	0.11
buf_12	0.11
buf_4	0.13
nor4b_4	0.20
buf_2	0.13
[power breakdown]
| part | switching [W] | internal [W] | leakage, nW | total, W |
|---|---|---|---|---|
| sequential | 0 | 0 | 0 | 0 |
| combinational | 0.0000720 | 0.000151 | 0.338 | 0.000223 |
| clock | 0 | 0 | 0 | 0 |
| total | 0.0000720 | 0.000151 | 0.338 | 0.000223 |
[worst min-delay path by stage]
| stage | startpoint | endpoint | cells after the start |
|---|---|---|---|
| final | a[3] | d[4] | 4 |
| after global routing | a[3] | d[0] | 4 |
| after CTS | a[3] | d[0] | 4 |
[cells in the final DEF, fill, tap and decap left out, types with 2 or more instances in the layout]
cell type / count
buf_2: 13
buf_6: 9
buf_8: 5
and4b_1: 4
and4bb_1: 4
nor4b_4: 4
buf_12: 4
buf_4: 4
clkbuf_2: 3
and4bb_2: 2
[layout make-up]
| class | instances | area (um^2) | area share (%) |
|---|---|---|---|
| multi-input cells | 16 | 231 | 33.9 |
| repair buffers | 39 | 394 | 57.7 |
| well taps | 46 | 57.6 | 8.42 |
[timing repair]
item / in CTS / in global routing
hold buffers: 0 / 0
pin swaps: 9 / 7
buffers inserted: 11 / 1
gates cloned: 1 / 0
gates resized: 79 / 9
endpoints found under the setup margin: 16 / 15
Power is estimated from default activity; no workload was simulated.
